$ cat ./design.v
`timescale 1ns/1ns
module clock_generator #(
    parameter freq_in = 100000000,
	parameter freq_out = 9600,
    parameter max_v = freq_in/freq_out,
	parameter bit_no = 16,
    parameter initial_v = {bit_no{1'b0}})(
	clk_in, rst, clk_out);
input clk_in, rst;
output clk_out;
reg clk_out_reg, clk_out_next;
reg[bit_no-1:0] count_reg, count_next;
always @(*) begin
    count_next = count_reg;
	clk_out_next = clk_out_reg;
	if( count_reg < max_v-1 ) begin
		count_next = count_reg + 1'b1;
		if( count_reg == (max_v/2 - 1) ) begin
		    clk_out_next = !clk_out_reg;
		end
	end
	else begin
	    clk_out_next = !clk_out_reg;
		count_next = 1'b0;
	end
end
always @(posedge clk_in, negedge rst) begin
    if( !rst ) begin
      count_reg <= initial_v;
	  clk_out_reg <= 1'b0;
	end
    else begin
      count_reg <= count_next;
	  clk_out_reg <= clk_out_next;
	end
end
assign clk_out = clk_out_reg;
endmodule
`timescale 1ns/1ns
module counter #(
    parameter w = 4,
    parameter initial_v = {w{1'b0}})(
    clk, rst, count);
input clk, rst;
output[w-1:0] count;
reg[w-1:0] count_reg, count_next;
always @(*) begin
        count_next = count_reg + 1'b1;
end
always @(posedge clk, negedge rst) begin
    if( !rst ) begin
        count_reg <= initial_v;
    end
    else begin
        count_reg <= count_next;
    end
end
assign count = count_reg;
endmodule
`timescale 1ns/1ns
module counter_high_low #(
    parameter bit_value = 1'b0,
    parameter w = 4,
    parameter initial_v = {w{1'b0}})(
    clk, rst, rx, count);
input clk, rst, rx;
output[w-1:0] count;
reg[w-1:0] count_reg, count_next;
always @(*) begin
    count_next = count_reg;
	    if( rx==bit_value ) begin
	        count_next = count_reg + 1'b1;
	    end
end
always @(posedge clk, negedge rst) begin
    if( !rst ) begin
	    count_reg <= initial_v;
	end
	else begin
	    count_reg <= count_next;
	end
end
assign count = count_reg;
endmodule	
`timescale 1ns/1ns
module fifo(
    clk, rst, data_in, data_out);
parameter w = 128;
parameter initial_v = {w{1'b0}};
input clk, rst;
input[7:0] data_in;
output[w-1:0] data_out;
reg[w-1:0] data_out_reg, data_out_next;
always @(*) begin
    data_out_next[w-9:0] = data_out_reg[w-1:8];     
	data_out_next[w-1:w-8] = data_in;               
end
always @(posedge clk, negedge rst) begin
    if( !rst ) begin
	    data_out_reg <= initial_v;
	end
	else begin
	    data_out_reg <= data_out_next;
	end
end
assign data_out = data_out_reg;
endmodule
`timescale 1ns/1ns
module top_level_module(
    clk, rst, rx, format_err, h_sync, v_sync, data_out);
input clk, rst, rx;
output format_err;
output h_sync, v_sync;
output[7:0] data_out;
wire valid;
wire uart_clk, vga_clk;
wire[7:0] data_uart;
wire[127:0] data_fifo;
parameter bit_no = 16;
parameter reg_no = 16;
parameter freq_in = 100000000;       
parameter uart_freq = 153600;        
parameter vga_freq = 25000000;       
clock_generator #( .freq_in(freq_in), .freq_out(uart_freq), .bit_no(bit_no) ) UART_CLK( .clk_in(clk), .rst(rst), .clk_out(uart_clk) );     
clock_generator #( .freq_in(freq_in), .freq_out(vga_freq), .bit_no(bit_no) ) VGA_CLK( .clk_in(clk), .rst(rst), .clk_out(vga_clk) );        
uart UART_TOP( .clk(uart_clk), .rst(rst), .rx(rx), .format_err(format_err), .data_out(data_uart), .valid(valid) );                         
fifo #( .w(8*reg_no) ) FIFO( .clk(valid), .rst(rst), .data_in(data_uart), .data_out(data_fifo) );                                          
vga_sync VGA_TOP( .clk(vga_clk), .rst(rst), .data_in(data_fifo), .data_out(data_out), .h_sync(h_sync), .v_sync(v_sync) );                  
endmodule
`timescale 1ns/ 1ns
module uart(
    clk, rst, rx, format_err, data_out, valid );
input clk, rst, rx;
output valid, format_err;
output[7:0] data_out;
reg valid_reg, valid_next;
reg format_err_reg, format_err_next;
reg[2:0] counter_reg, counter_next;
reg[7:0] data_out_reg, data_out_next;
reg[2:0] state_reg, state_next;
wire[3:0] COUNT_HIGH, COUNT_LOW, COUNT_16;
reg rst_cntr_reg, rst_cntr_next;
reg rst_chl_reg, rst_chl_next;
counter #( .w(4) ) COUNTER( .clk(clk), .rst(rst_cntr_reg), .count(COUNT_16) );
counter_high_low #( .bit_value(1'b1), .w(4) ) COUNTER_HIGH( .clk(clk), .rst(rst_chl_reg), .rx(rx), .count(COUNT_HIGH) );
counter_high_low #( .bit_value(1'b0), .w(4) ) COUNTER_LOW( .clk(clk), .rst(rst_chl_reg), .rx(rx), .count(COUNT_LOW) );
always @(*) begin
    state_next = state_reg;
	format_err_next = format_err_reg;
	valid_next = valid_reg;
	data_out_next = data_out_reg;
	counter_next = counter_reg;
	rst_cntr_next = rst_cntr_reg;
	rst_chl_next = rst_chl_reg;
	case( state_reg )
	3'b000 : begin
	    valid_next = 1'b0;
        counter_next = 3'b0;
        data_out_next = 8'b0;
		rst_cntr_next = 1'b0;
		rst_chl_next = 1'b0;
        if( !rx ) begin
	        state_next = 3'b001;
			rst_cntr_next = 1'b1;
			rst_chl_next = 1'b1;
        end			
	    end
	3'b001: begin
	        if( COUNT_16 == 4'b1111 && COUNT_LOW > COUNT_HIGH) begin
			    rst_cntr_next = 1'b0;
			    rst_chl_next = 1'b0;
			    state_next = 3'b010;
			end
	        end
	3'b010: begin
	      rst_chl_next = 1'b1;
		  rst_cntr_next = 1'b1;
	      if( COUNT_16 == 4'b1110 ) begin
	          data_out_next[6:0] = data_out_reg[7:1];
		      if( COUNT_HIGH > COUNT_LOW ) begin
			      data_out_next[7] = 1'b1;
			  end
			  else begin
			      data_out_next[7] = 1'b0;
			  end
			  rst_chl_next = 1'b0;
			  rst_cntr_next = 1'b0;
		      if( counter_reg < 3'b111 ) begin
		          counter_next = counter_reg + 1'b1;
		      end
		      else begin
		          state_next = 3'b011;
		      end
		  end
	    end
    3'b011: begin
			rst_cntr_next = 1'b1;
			rst_chl_next = 1'b1;
			if( COUNT_16==4'b1110 ) begin
			    if( COUNT_HIGH > COUNT_LOW ) begin
				    valid_next = 1'b1;
                    format_err_next = 1'b0;
					state_next = 3'b000;
				end
				else begin
				    valid_next = 1'b0;
			        format_err_next = 1'b1;
					state_next = 3'b100;
				end
				rst_cntr_next = 1'b0;
				rst_chl_next = 1'b0;
			end
            end
    3'b100: begin
	    if( rx ) begin
		    format_err_next = 1'b0;
		    state_next = 3'b000;
	    end
        end
    default: begin
	    end
    endcase
end
always @(posedge clk, negedge rst) begin
    if( !rst ) begin
	    state_reg <= 3'b0;
	    format_err_reg <= 1'b0;
	    valid_reg <= 1'b0;
	    data_out_reg <= 8'b0;
	    counter_reg <= 3'b0;
	    rst_cntr_reg <= 1'b0;
		rst_chl_reg <= 1'b0;
    end
    else begin
	    state_reg <= state_next;
	    format_err_reg <= format_err_next;
	    valid_reg <= valid_next;
	    data_out_reg <= data_out_next;
	    counter_reg <= counter_next;
	    rst_cntr_reg <= rst_cntr_next;
		rst_chl_reg <= rst_chl_next;
    end
end
assign format_err = format_err_reg;
assign valid = valid_reg;
assign data_out = data_out_reg;
endmodule
`timescale 1ns/1ns
module vga_sync(
    clk, rst, data_in, data_out, h_sync, v_sync);
parameter pack_no = 16;
parameter w = pack_no*8;
parameter initial_v = {10{1'b0}};
parameter factor = 2;
input clk;
input rst;                    
input[w-1:0] data_in;
output[7:0] data_out;         
output h_sync, v_sync;        
reg[7:0] data_out_reg, data_out_next;
reg h_sync_reg, h_sync_next;
reg v_sync_reg, v_sync_next;
reg[9:0] h_cnt_reg, h_cnt_next;
reg[9:0] v_cnt_reg, v_cnt_next;
reg[9:0] x;
reg[9:0] y;
reg[7:0] data_aux;
parameter H_DISPLAY = 640;
parameter H_RETRACE = 96;
parameter H_FP = 16;
parameter H_BP = 48;
parameter H_WIDTH = H_FP + H_RETRACE + H_BP + H_DISPLAY;
parameter H_RETRACE_END = H_FP + H_RETRACE;
parameter H_DISPLAY_BEGIN = H_FP + H_RETRACE + H_BP;
parameter V_DISPLAY = 480;
parameter V_RETRACE = 2;
parameter V_FP = 10;
parameter V_BP = 33;
parameter V_HEIGHT = V_DISPLAY + V_FP + V_RETRACE + V_BP;
parameter V_RETRACE_BEGIN = V_DISPLAY + V_FP;
parameter V_RETRACE_END = V_DISPLAY + V_FP + V_RETRACE;
integer i;
always @(*) begin
    h_cnt_next = h_cnt_reg;
	v_cnt_next = v_cnt_reg;
	h_sync_next = h_sync_reg;
	v_sync_next = v_sync_reg;
	data_out_next = data_out_reg;
	data_aux = data_in[w-1:w-8];
    if (h_cnt_reg == (H_WIDTH - 1)) begin       
		h_cnt_next = initial_v;
		if (v_cnt_reg == (V_HEIGHT - 1)) begin  
			v_cnt_next = initial_v;
		end
		else begin                              
			v_cnt_next = v_cnt_reg + 1'b1;
		end
	end
	else begin                                  
		h_cnt_next = h_cnt_reg + 1'b1;
	end
	if( v_cnt_reg >= V_RETRACE_BEGIN && v_cnt_reg<V_RETRACE_END ) begin        
	    data_out_next = 8'h0;
		v_sync_next = 1'b0;
		if( h_cnt_reg >= H_FP && h_cnt_reg < H_RETRACE_END ) begin             
            h_sync_next = 1'b0;
        end		
		else begin
		    h_sync_next = 1'b1;
		end
	end
	else begin
	    if( ( v_cnt_reg >= V_DISPLAY && v_cnt_reg < V_RETRACE_BEGIN ) || ( v_cnt_reg >= V_RETRACE_END && v_cnt_reg < V_HEIGHT ) ) begin         
		    data_out_next = 8'h0;
			v_sync_next = 1'b1;
			if( h_cnt_reg >= H_FP && h_cnt_reg < H_RETRACE_END ) begin                                                                          
			    h_sync_next = 1'b0;
			end
			else begin
			    h_sync_next = 1'b1;
			end
		end
		else begin                                                          
		    v_sync_next = 1'b1;
		    if( h_cnt_reg >= H_FP && h_cnt_reg<H_RETRACE_END ) begin        
			    data_out_next = 8'h0;
				h_sync_next = 1'b0;
			end
			else begin
			    h_sync_next = 1'b1;
				if( ( h_cnt_reg >= 0 && h_cnt_reg<H_FP ) || ( h_cnt_reg >= H_RETRACE_END && h_cnt_reg<H_DISPLAY_BEGIN ) ) begin     
				    data_out_next = 8'h0;
				end
				else begin                                                  
					x = h_cnt_reg - H_DISPLAY_BEGIN;
					y = v_cnt_reg;
					if( y >= 175 && y < 350 ) begin 
					    if( x >= 65 && x<= (data_aux*factor)+64 ) begin
						    if( x>=65 && x < 400 ) begin
							    data_out_next = 8'h38;
							end
							else begin
							    if( x >= 400 && x < 520 ) begin
								    data_out_next = 8'h3F;
								end
								else begin
								    data_out_next = 8'h7;
								end
							end
						end
						else begin
						    data_out_next = 8'h0;
						end
					end
					else begin
					    data_out_next = 8'h0;
					end
				end
			end
		end
	end
end
always @(posedge clk, negedge rst) begin
    if( !rst ) begin
	    h_sync_reg <= 1'b1;
		v_sync_reg <= 1'b1;
		h_cnt_reg <= 0;
		v_cnt_reg <= 0;
		data_out_reg <= 8'h0;
	end
	else begin
        h_sync_reg <= h_sync_next;
        v_sync_reg <= v_sync_next;
		h_cnt_reg <= h_cnt_next;
		v_cnt_reg <= v_cnt_next;
		data_out_reg <= data_out_next;
    end		
end
assign data_out = data_out_reg;
assign h_sync = h_sync_reg;
assign v_sync = v_sync_reg;
endmodule
$ cat ./run.sh
#!/bin/bash
# OpenROAD 26Q1-2900-gdf79404cd8, Yosys 0.63+post, stock flow scripts
make -C /OpenROAD-flow-scripts/flow DESIGN_CONFIG=/design/flow/config.mk WORK_HOME=/design/flow/orfs finish
$ cat ./constraint.sdc
current_design top_level_module

set clk_period 2.4
set clk_io_pct 0.2

create_clock -name clk0 -period $clk_period [get_ports {clk}]

set non_clock_inputs [all_inputs -no_clocks]
set_input_delay [expr $clk_period * $clk_io_pct] -clock clk0 $non_clock_inputs
set_output_delay [expr $clk_period * $clk_io_pct] -clock clk0 [all_outputs]
$ cat ./config.mk
export PLATFORM = sky130hd
export DESIGN_NAME = top_level_module
export DESIGN_NICKNAME = top_level_module
export VERILOG_FILES = /design/flow/design.v
export SDC_FILE = /design/flow/constraint.sdc
export NUM_CORES = 4
export LEC_CHECK = 1
export CORE_UTILIZATION = 40
==> changes_impl.md <==
### Metrics

* Status: finished, final reports clean
* Endpoints left unconstrained at 72
* Post-synth EDFFs at 0
* CTS tree: yes
* Comb power frac at 0.165
* Element type at the critical path end: flip-flop
* Synth Seq Share at 0.535
* Final WL at 7.03 mm
* First-pass GRT wire length at 12.6 mm
* Clock-pin slew on the worst setup and hold paths at 0.05 ns
* Std cell rows at 38
* Count leader, synth: dfrtp_1
* Crit path required time at 2.59 ns
* Drt via density at 4.94
* CP max stage delay at 0.67 ns
* CP Class: reg -> reg
* Post-Syn Area at 4540 sq um
* Ys Warns at 8
* Vias in the first global route at 2853
* Floorplan Utilization at 0.415
* Ys cells at 435
* CTS buffer count at 5
* Commonest flop: dfrtp_1
* Buffers and inverters on the worst path at 0
* CP delay by family, top: simple AND/OR/NAND/NOR gates
* CTS Hold Bufs at 0
* Tool Warnings at 32
* Syn-to-layout area delta at 9.48%
* HPWL after DPL at 5.09 mm
* Die X at 109 um
* Initial antenna violation count at 0
* Final-report hold violation count at 0
* Switch share at 0.249
* IO Pins at 14
* Wire per inst at 11.7 um
* Global Route Usage Sum at 0.135
* Gate Count Post-Synth at 435
* R2R Setup Slk at 0.41 ns
* CP startpoint kind: flip-flop
* Main area contributors: dfrtp_1 52%, ha_1 7.7%, xnor2_1 4.4%, nand2_1 3.6%, nand3_1 3.2%
* Worst-margin pin slew at 0.697 ns
* Die area at 11800 sq um
* Post-CTS setup buffers at 0
* Cell Type Count at 52
* CTS H-Tree Depth at 2
* Fmax at 0.502 GHz
* Pwr dens at 377 nW/um^2
* Setup Skew at 0.00369 ns
* Register pins left without a clock at 63
* CP max FO at 11
* Antenna Nets Post-Route at 0
* Antenna Cells at 0
* Pleak at 2.23 nW
* Largest net degree at the start of global routing at 59
* Clock share of power at 0.330
* Area leader, netlist: dfrtp_1
* Max cap viols at 0
* Min cycle time layout at 1.99 ns
* RD Place Congestion at 0.855
* Clock Latency Late Sink at 0.27 ns
* Initial DRC count at 153
* Peak supply drop at 0.289 mV
* Slew margin rel. at 0.536
* Total overflow reported by the global router at 0
* Final tally of max-slew violations at 0
* Port bufs at 11
* Hold Crit Class: in -> async
* Internal Power at 1.41 mW
* FFs w/ async S/R, synth at 1.00
* Slowest cell on crit path: or4_1
* Core ar. at 10900 sq um
* CTS root buf: clkbuf_16
* Post-synth top area share at 0.518
* Resized Gates After CTS at 0
* Setup crit start: UART_CLK.count_reg[6]
* Die Ht at 109 um
* Overall power at 1.88 mW
* Flop pwr share at 0.506
* Final period util at 0.831
* Commonest cells in the netlist: 94 x dfrtp_1, 44 x nand2_1, 29 x nand3_1, 29 x nor2_1, 28 x ha_1
* Final setup vio count at 0
* Vias at 2960
* Yosys reg bits at 97
* Share of layout cells above drive strength 1 at 0.0479
* Synth Area per Inst at 10.4 sq um
* First-pass DRT Iterations at 4
* Arr. time, crit path at 2.19 ns
* Non-filler cells, final at 599
* Fin Setup TNS at 0 ns
* DR DRC count at 0
* Psw at 0.468 mW
* Worst r2r src: UART_CLK.count_reg[6]
* Post-Place Cells at 591
* RSZ-0062 raised after global routing: no
* Critical-path cell list: nor4_1, a21oi_1, or4_1, a41oi_1, xnor2_1
* Yosys stat area at 4540 sq um
* Clk buf depth at 2
-- worst register-to-register path, cell delays in order (launching register included) --
cell and delay [ns]:
dfrtp_1 0.43, nor4_1 0.30, a21oi_1 0.11, or4_1 0.67, a41oi_1 0.27, xnor2_1 0.14
-- worst paths after layout --
path,endpoint,depth (start not counted)
min reg2reg,VGA_CLK.count_reg[0],1
max in group asynchronous,UART_CLK.count_reg[8],1
min,UART_CLK.clk_out_reg,1
max reg2reg,UART_CLK.clk_out_reg,5
max,UART_CLK.clk_out_reg,5
min in group clk0,VGA_CLK.count_reg[0],1
-- layout make-up --
cell class | instances | area [sq um]
clock inverters | 2 | 12.5
well taps | 140 | 175
clock buffers | 6 | 139
multi-input cells | 313 | 1980
repair buffers | 14 | 130
fillers | 1029 | 5960
inverters | 27 | 101
flip-flops and latches | 97 | 2430
-- layout by cell type (no fill, tap or decap), types with 5 or more instances in the layout --
| cell | count |
|---|---|
| o21ai_0 | 23 |
| inv_1 | 27 |
| xor2_1 | 10 |
| nand2_1 | 44 |
| nand4_1 | 9 |
| dfrtp_1 | 94 |
| clkbuf_16 | 5 |
| conb_1 | 22 |
| clkdlybuf4s50_1 | 10 |
| nor2_1 | 29 |
| nor3_1 | 12 |
| a21oi_1 | 12 |
| ha_1 | 28 |
| nor2b_1 | 8 |
| nand3_1 | 29 |
| and3_1 | 7 |
| xnor2_1 | 23 |
| or4_1 | 6 |
-- through the flow --
stage / hold WS [ns] / setup slack [ns] / utilization / area, sq um
global placement: 0.457 / 0.461 / 0.441 / 4820
global route: 0.336 / 0.208 / 0.455 / 4970
floorplan: 0.184 / 0.749 / - / 4620
detailed placement: 0.466 / 0.420 / 0.441 / 4820
CTS: 0.297 / 0.390 / 0.455 / 4970
finish: 0.272 / 0.406 / 0.455 / 4970
-- cells by family (layout without fill, tap and decap cells) --
group	after synthesis	in the layout	share of synthesized area
and+or+nand+nor	168	168	0.187
xor gates and xnor gates	33	33	0.0637
DFF	97	97	0.535
muxes	2	2	0.00496
other	1	22	0.000826
buffers and inverters	46	49	0.0455
AOI/OAI and AO/OA	60	60	0.0852
adders and majority gates	28	28	0.0772
-- layer usage --
metal,share of wire,GRT usage,vias to the layer above
li1,-,-,1520
met2,0.46,0.215,38
met4,0.0036,0.00772,0
met1,0.52,0.213,1400
met3,0.015,0.0196,2
met5,0,0,-
-- power by group through the flow --
stage | Clock [mW] | Sequential [mW] | Combinational (mW)
after CTS | 0.642 | 0.951 | 0.321
final | 0.619 | 0.949 | 0.309
after global routing | 0.660 | 0.961 | 0.365
Power figures rest on the tool's default switching activity, not on a simulated workload.
